==> ./config.mk <==
export PLATFORM = sky130hd
export DESIGN_NAME = uart_top
export DESIGN_NICKNAME = uart_top
export VERILOG_FILES = /design/flow/design.v
export SDC_FILE = /design/flow/constraint.sdc
export NUM_CORES = 4
export LEC_CHECK = 1
export CORE_UTILIZATION = 40
export SYNTH_HDL_FRONTEND = slang
==> ./constraint.sdc <==
current_design uart_top

set clk_period 7.5
set clk_io_pct 0.2

create_clock -name clk0 -period $clk_period [get_ports {clk}]

set non_clock_inputs [all_inputs -no_clocks]
set_input_delay [expr $clk_period * $clk_io_pct] -clock clk0 $non_clock_inputs
set_output_delay [expr $clk_period * $clk_io_pct] -clock clk0 [all_outputs]
==> ./design.v <==
module clk_gen
  #(
    parameter clk_freq = 50000000
  )
  (
  input clk,
  input rst,
  input [16:0] baud,
  output reg tx_clk,
  output reg rx_clk   
);
  int tx_max = 0;
  int rx_max = 0;
  int tx_count =0;
  int rx_count =0;
  always@(posedge clk ) begin
    case(baud)
        4800    : begin 
          tx_max <= clk_freq / 4800 ; 
          rx_max <= clk_freq/(4800*16); 
        end
        9600    : begin 
          tx_max <= clk_freq / 9600 ; 
          rx_max <= clk_freq/(9600*16); 
        end
        14400   : begin 
          tx_max <= clk_freq / 14400 ; 
          rx_max <= clk_freq/(14400*16); 
        end
        19200   : begin 
          tx_max <= clk_freq / 19200 ; 
          rx_max <= clk_freq/(19200*16); 
        end
        38400   : begin 
          tx_max <= clk_freq / 38400 ; 
          rx_max <= clk_freq/(38400*16); 
        end
        57600   : begin 
          tx_max <= clk_freq / 57600 ; 
          rx_max <= clk_freq/(57600*16); 
        end
        default : begin 
          tx_max <= clk_freq / 9600 ; 
          rx_max <= clk_freq/(9600*16); 
        end
    endcase
  end
  always @(posedge clk or posedge rst) begin
    if(rst) begin
      tx_count <= 0;
      tx_clk <= 0;
    end
    else begin
      if(tx_count < tx_max) begin
        tx_count <= tx_count +1;
        tx_clk <= 1'b0;
      end
      else begin 
        tx_count <= 0;
        tx_clk <= 1'b1;  
      end
    end
  end
  always @(posedge clk or posedge rst) begin
    if(rst) begin
      rx_count <= 0;
      rx_clk <= 0;
    end
    else begin
      if(rx_count < rx_max) begin
        rx_count <= rx_count +1;
        rx_clk <= 1'b0;
      end
      else begin 
        rx_count <= 0;
        rx_clk <= 1'b1;  
      end
    end
  end
endmodule
interface clk_if();
  logic clk;
  logic rst;
  logic [16:0] baud;
  logic tx_clk;
  logic rx_clk;
endinterface
module uart_tx( 
  input tx_clk,
  input tx_start,
  input rst,
  input [7:0] tx_data,
  input [3:0] length,
  input parity_type, 
  input parity_en,
  input stop2,
  output reg tx, 
  output reg tx_done, 
  output reg tx_err
);
  reg [7:0] tx_reg;
  reg start_b =0;
  reg stop_b =1;
  reg parity_bit = 0;
  reg [4:0] count = 0;
  typedef enum bit [2:0] {
    idle = 0,
    start_bit = 1,
    send_data = 2,
    send_parity = 3,
    send_first_stop = 4,
    send_sec_stop = 5,
    done = 6
  } state_type;
  state_type state = idle;
  state_type next_state = idle;
  always@(posedge tx_clk) begin
    if(parity_type == 1'b1)begin
      case(length)
        4'd5    : parity_bit = ^(tx_data[4:0]);
        4'd6    : parity_bit = ^(tx_data[5:0]);
        4'd7    : parity_bit = ^(tx_data[6:0]);
        4'd8    : parity_bit = ^(tx_data[7:0]);
        default : parity_bit = ^(tx_data[7:0]);
      endcase
    end
    else begin
      case(length)
        4'd5    : parity_bit = ~^(tx_data[4:0]);
        4'd6    : parity_bit = ~^(tx_data[5:0]);
        4'd7    : parity_bit = ~^(tx_data[6:0]);
        4'd8    : parity_bit = ~^(tx_data[7:0]);
        default : parity_bit = ~^(tx_data[7:0]);
      endcase
    end
  end
  always@(posedge tx_clk or posedge rst)begin
    if(rst)
      state <= idle;
    else
      state <= next_state;
  end
  always @(*) begin
    case (state) 
      idle : begin
        tx_done = 1'b0;
        tx = 1'b1;
        tx_reg = {(8){1'b0}};
        tx_err = 0;
        if(tx_start)
          next_state = start_bit;
        else
          next_state = idle;
      end
      start_bit : begin
        tx_reg = tx_data;
        tx = start_b;
        next_state = send_data;
      end
      send_data : begin
        if(count < (length -1)) begin
          next_state = send_data;
          tx = tx_reg[count];
        end
        else if (parity_en) begin
          tx = tx_reg[count];
          next_state = send_parity;
        end
        else begin
          tx = tx_reg[count];
          next_state = send_first_stop;
        end
      end
      send_parity : begin
        tx = parity_bit;
        next_state = send_first_stop;
      end
      send_first_stop : begin
        tx = stop_b;
        if(stop2) 
          next_state = send_sec_stop;
        else
          next_state = done;
      end
      send_sec_stop : begin
        tx = stop_b;
        next_state = done;
      end
      done : begin
        tx_done = 1'b1;
        next_state = idle;
      end
      default : next_state = idle;
    endcase
  end
  always @(posedge tx_clk) begin
    case(state)
      send_data : begin
        count <= count +1;
      end
      default : count <= 0;
    endcase
  end
endmodule
module uart_rx (
  input rx_clk,
  input rx_start,
  input rst,
  input rx,
  input [3:0] length,
  input parity_type,
  input parity_en,
  input stop2,
  output reg [7:0] rx_out,
  output reg rx_done,
  output reg rx_error
);
  reg parity =0;
  reg [7:0] datard = 0;
  reg [4:0] count = 0;
  reg [4:0] bit_count = 0;
  typedef enum bit [2:0] {
    idle = 0,
    start_bit = 1,
    recv_data = 2,
    check_parity = 3,
    check_first_stop = 4,
    check_sec_stop = 5,
    done = 6
  } state_type;
  state_type state = idle;
  state_type next_state = idle;
  always @(posedge rx_clk or posedge rst) begin
    if(rst)
      state <= idle;
    else
      state <= next_state;
  end
  always @(*) begin
    case(state)
      idle : begin
        rx_done = 0;
        rx_error = 0;
        if(rx_start && !rx)
          next_state = start_bit;
        else
          next_state = idle;
      end
      start_bit : begin
        if(count == 7 && rx) begin  
          next_state = idle;
          rx_error = 1;
        end
        else if(count == 15) begin 
          next_state = recv_data;
        end
        else begin
          next_state = start_bit;
        end
      end
      recv_data : begin
        if(count == 7) begin
          datard[7:0] = {rx,datard[7:1]};
        end
        else if (count == 15 && bit_count == (length -1) ) begin
          case(length)
            5 : rx_out = datard[7:3];
            6 : rx_out = datard[7:2];
            7 : rx_out = datard[7:1];
            8 : rx_out = datard[7:0];
            default : rx_out = datard[7:0];
          endcase
          if(parity_type)
            parity = ^datard;
          else
            parity = ~^datard;
          if(parity_en)
            next_state = check_parity;
          else
            next_state = check_first_stop;
        end
        else 
          next_state = recv_data;
      end
      check_parity : begin
        if(count == 7) begin
          if(rx == parity) 
            rx_error = 1'b0;
          else 
            rx_error = 1'b1;
        end
        else if(count == 15) begin
          next_state = check_first_stop;
        end
        else begin
          next_state = check_parity;
        end
      end
      check_first_stop : begin
        if(count == 7) begin
          if(rx != 1'b1)
            rx_error = 1'b1;
          else
            rx_error = 1'b0;
        end
        else if (count == 15) begin
          if(stop2)
            next_state = check_sec_stop;
          else
            next_state = done;
        end
        else
          next_state = check_first_stop;
      end
      check_sec_stop : begin
        if(count == 7) begin
          if( rx != 1'b1)
            rx_error = 1'b1;
          else 
            rx_error = 1'b0;
        end
        else if (count == 15)
          next_state = done;
        else
          next_state = check_sec_stop;
      end
      done : begin 
        rx_done = 1'b1;
        next_state = idle;
        rx_error = 1'b0;
      end
      default next_state = idle;
    endcase
  end
  always @(posedge rx_clk) begin
    case(state) 
      idle : begin
        count <= 0;
        bit_count <= 0;
      end
      recv_data : begin
        if(count < 15)
          count <= count +1;
        else begin
          count <= 0;
          bit_count <= bit_count +1;
        end
      end
       default : begin
         if(count < 15)
          count <= count +1;
        else begin
          count <= 0;
        end
       end
    endcase
  end
endmodule
module uart_top #(
  parameter clk_freq = 50000000
  )
  (
  input clk,
  input rst, 
  input tx_start,
  input rx_start,
  input [7:0] tx_data,
  input [16:0] baud,
  input [3:0] length,
  input parity_type,
  input parity_en,
  input stop2,
  output tx_done,
  output rx_done,
  output tx_err,
  output rx_err,
  output [7:0] rx_out
);
  wire tx_clk;
  wire rx_clk;
  wire tx_rx;
  clk_gen clk_dut 
  (
    .clk(clk),
    .rst(rst),
    .baud(baud),
    .tx_clk(tx_clk),
    .rx_clk(rx_clk)
  );
  uart_tx tx_dut (
    .tx_clk     (tx_clk),
    .tx_start   (tx_start),
    .rst        (rst),
    .tx_data    (tx_data),
    .length     (length),
    .parity_type(parity_type),
    .parity_en  (parity_en),
    .stop2      (stop2),
    .tx         (tx_rx),
    .tx_done    (tx_done),
    .tx_err     (tx_err)
  );
  uart_rx rx_dut(
    .rx_clk     (rx_clk),
    .rx_start   (rx_start),
    .rst        (rst),
    .rx_out     (rx_out),
    .length     (length),
    .parity_type(parity_type),
    .parity_en  (parity_en),
    .stop2      (stop2),
    .rx         (tx_rx),
    .rx_done    (rx_done),
    .rx_error   (rx_err)
  );
endmodule
interface uart_if;
  logic clk;
  logic rst;
  logic tx_start;
  logic rx_start;
  logic [7:0] tx_data;
  logic [16:0] baud;
  logic [3:0] length;
  logic parity_type; 
  logic parity_en; 
  logic stop2; 
  logic tx_done; 
  logic rx_done; 
  logic tx_err;
  logic rx_err;
  logic tx_clk;
  logic [7:0] rx_out;
endinterface
==> ./run.sh <==
#!/bin/bash
# OpenROAD 26Q1-2900-gdf79404cd8, Yosys 0.63+post, stock flow scripts
make -C /OpenROAD-flow-scripts/flow DESIGN_CONFIG=/design/flow/config.mk WORK_HOME=/design/flow/orfs finish
==> metrics.yaml <==
outcome: "completed"
gp_congestion: 0.798
synth_area_per_cell_um2: 9.87
netlist_instances: 685
ios: 48
ys_async_sr_fraction: 0.555
switching_power_mw: 0.198
cts_inserted_buffers: 9
p_seq_frac: 0.477
ir_worst_vdd_mv: 0.0827
warnings: 28
drc: 0
synth-main-ff-cell: "dfrtp_1"
post-cts-setup-buffers: 0
grt_first_pass_wirelength_mm: 21.4
final_area_um2: 7700
synth.distinct_cells: 70
clock_latency_ns: 0.33
antennaDiodeCount: 0
die-width_um: 132
ys_area_um2: 6760
most-common-layout-cells: "77 x nor2_1, 75 x dfrtp_1, 46 x clkdlybuf4s50_1"
vias_per_cell: 5.13
largest_area_cell: "dfrtp_1"
port_buffers: 46
crit_arrival_ns: 3.25
untimed_endpoints: 74
ctsHoldBuffers: 0
layout_top_cell: "nor2_1"
clock_power_share: 0.435
netlist_area_um2: 6760
synth-edff-count: 5
clock_path_buffers: 2
yosysCellCount: 685
worst_pin_slew_ns: 0.732
hpwl_mm: 9.19
grt_max_degree: 58
reg2reg_slack_ns: 5.20
unclocked_regs: 58
cp-end-kind: "flop"
p_int_mw: 0.694
overflow: 0
drtPass1Iterations: 4
num-fill-cells: 1456
routed_wl_mm: 12.2
critPathMaxFanout: 5
syn2layout_area_growth_pct: 14.0
die_area_um2: 17400
rsz0062_at_grt: "no"
synth_flops: 137
vias: 4866
grt_pass1_vias: 4654
reg_top3: "clk_dut.rx_count x32, clk_dut.tx_count x32"
root_buffer: "clkbuf_16"
antenna_found_initial: 0
cts_resized: 0
placementRows: 47
maxCapViolations: 0
fmax_mhz: 329
dp_cells: 933
power_density_nw_per_um2: 116
wl_per_cell_um: 12.9
drt_iter0_drc: 161
worst_hold_path.num_cells: 1
leakage_nw: 3.40
die_y_um: 132
yosysWarnings: 0
fp_util: 0.409
top_cell_area_share: 0.278
crit_type: "input pin to flop"
slew_viol_final: 0
area_leaders: "dfrtp_1 28%, dlxtp_1 7.1%, dfxtp_1 7.1%"
critPathLaunchType: "input pin"
grt_usage: 0.151
r2r_end: "clk_dut.tx_clk"
switching_share: 0.222
power.share.combinational: 0.088
worst_r2r_startpoint: "clk_dut.tx_count[9]"
critical_path_required_ns: 7.71
r2r_cells: 8
postRouteAntennaNets: 0
whs_endpoint: "clk_dut.tx_count[0]"
fin_tns_setup_ns: 0
period_minus_slack_ns: 3.04
fin_crit_sh: 0.405
h-tree-depth: 3
drive_above_1_share: 0.0687
core_um2: 16500
cts_tree: "built"
finalSetupViolCount: 0
clkTransAtPathRegs_ns: 0.05
hold_class: "flop to flop"
slew-limit-headroom: 0.509
clock_skew_ns: 0.00693
instances_no_fill: 948
dpl-instance-area_um2: 7440
hold_viol: 0
min_from: "clk_dut.tx_count[0]"
==> synth_stat cells, types with 3 or more instances <==
cell type   n
xor2_1     45
a22o_1      8
a21oi_1    13
o21ai_0    12
nand4_1    17
nand2_1    31
and2_1     15
and3_1     13
a221o_1     7
nor4_1      8
inv_1      33
or2_2       3
nor3_1     28
a211oi_2   11
nor2b_1     6
nand3b_1    7
buf_2       8
ha_1       34
and4_1      8
nor3b_1     4
dlxtp_1    32
nor2_1     77
nand2b_1    5
nor4b_1     3
a211oi_1    4
xnor2_1    41
dfxtp_1    24
dfrtp_1    75
clkbuf_1   13
nand3_1    32
a21o_1     12
edfxtp_1    5
or4_1       3
==> cell type report <==
cell class	count	area, um^2	area share
Sequential cell	137	3010	0.391
Clock buffer	11	243	0.0315
Multi-Input combinational cell	492	3530	0.458
Inverter	33	124	0.0161
Tap cell	220	275	0.0357
Timing Repair Buffer	51	498	0.0647
Clock inverter	4	22.5	0.00292
==> worst max-delay path, stage by stage <==
cell and delay [ns]:
clkdlybuf4s50_1 0.39, or4_1 0.54, nor2_1 0.15, nand4_1 0.20, a21o_1 0.26, nand3_1 0.12
o21ai_0 0.09
==> stage by stage <==
step	utilization	setup slack, ns	total power [mW]	hold slack (ns)
5_1_grt	0.466	4.26	0.932	0.503
2_1_floorplan	-	4.06	0.481	0.444
4_1_cts	0.466	4.47	0.903	0.477
6_report	0.466	4.46	0.892	0.472
3_5_place_dp	0.450	4.12	0.513	0.474
3_3_place_gp	0.450	4.16	0.511	0.467
==> how the worst max path moves through the flow <==
stage | start | end | slack (ns) | depth (start not counted)
CTS | baud[3] | clk_dut.tx_max[3] | 4.47 | 7
finish | baud[3] | clk_dut.rx_max[2] | 4.46 | 7
global route | baud[3] | clk_dut.rx_max[2] | 4.26 | 7
==> power groups by stage <==
stage | registers, mW | logic, mW | clock network [mW]
after CTS | 0.426 | 0.0794 | 0.398
final | 0.426 | 0.0784 | 0.388
after global routing | 0.425 | 0.0879 | 0.419
==> kinds of logic (layout without fill, tap and decap cells) <==
kind of cell,after synthesis,count (layout),share of synthesized area
compound gates,92,92,0.108
fa+ha+maj,34,34,0.0630
other cells,1,1,0.000555
xor+xnor,89,89,0.123
latches,32,32,0.0711
buf+inv,56,99,0.0331
simple gates,272,272,0.217
flops,105,105,0.375
mux,4,4,0.00981
==> per-layer routing <==
metal	GRT usage	wire length, um	up-vias
li1	-	-	2493
met1	0.232	6000	2290
met2	0.247	5690	72
met3	0.0161	336	11
met4	0.0187	175	0
met5	0	0	-
Power figures rest on the tool's default switching activity, not on a simulated workload.
