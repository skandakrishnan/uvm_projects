--- run.sh ---
#!/bin/bash
# OpenROAD 26Q1-2900-gdf79404cd8, Yosys 0.63+post, stock flow scripts
make -C /OpenROAD-flow-scripts/flow DESIGN_CONFIG=/design/flow/config.mk WORK_HOME=/design/flow/orfs finish
--- design.v ---
module add (
  input [3:0] a,b,
  output [4:0] y
);
  assign y =a+b;
endmodule
interface add_if();
  logic [3:0] a;
  logic [3:0] b;
  logic [4:0] y;
endinterface
--- constraint.sdc ---
current_design add

set clk_period 1.9
set clk_io_pct 0.2

create_clock -name clk0 -period $clk_period

set non_clock_inputs [all_inputs -no_clocks]
set_input_delay [expr $clk_period * $clk_io_pct] -clock clk0 $non_clock_inputs
set_output_delay [expr $clk_period * $clk_io_pct] -clock clk0 [all_outputs]
--- config.mk ---
export PLATFORM = sky130hd
export DESIGN_NAME = add
export DESIGN_NICKNAME = add
export VERILOG_FILES = /design/flow/design.v
export SDC_FILE = /design/flow/constraint.sdc
export NUM_CORES = 4
export LEC_CHECK = 1
export CORE_AREA = 10 10 70 70
export DIE_AREA = 0 0 80 80
export SYNTH_HDL_FRONTEND = slang
==> results_slide.txt <==
Key Metrics from the Run

Worst hold path
  – Hold Crit Start: b[2]
  – Hold path cells: 5
  – Hold Path End: y[4]
  – Worst min path class: in -> out

Routing
  – Final wirelength: 546 um
  – DRT Pass-1 Iters: 1
  – Initial detailed-routing violation count: 0
  – ANT cells: 0
  – WL/cell: 7.28 um
  – DRC viols: 0
  – Routed via count: 156
  – Final ANT Viol Nets: 0
  – Vias per std cell: 2.08

GRT
  – First-pass GRT wire length: 814 um
  – Pin count of the biggest net entering global routing: 4
  – Gr ovfl total: 0
  – Total Routing Usage GR: 0.0157
  – Vias in the first global route: 165
  – Antenna violations before repair: 0

Clock network
  – Post-CTS setup buffers: 0
  – Post-CTS Hold Buffers: 0

Die
  – Die height: 80 um
  – Die area: 0.00640 mm^2
  – FP Rows: 21
  – Core area: 0.00342 mm^2
  – Die span in x: 80 um
  – Effective utilization at floorplan: 0.0399
  – IO Pins: 13

Setup path
  – Crit path launch type: input port
  – Worst endpoint data arrival time: 1.46 ns
  – Critical Path Source: a[0]
  – Setup CP Type: in -> out
  – Worst Setup End Kind: output port
  – Worst EP required: 1.52 ns
  – CP Max Fanout: 2

Placed design
  – Dpl cell area: 324 um^2
  – I/O Buffers: 13
  – DP HPWL: 482 um
  – Placed Cells incl. Taps: 75
  – Routability cong.: 0.771

Finish
  – Post-Layout Cell Count: 75
  – Fillers: 402
  – Design area: 344 um^2
  – Sequential Area: 0 um^2
  – Layout Utilization: 0.101
  – Clk_buf instances: 0
  – Share of layout cells above drive strength 1: 0.448
  – Flop Count: 0
  – Syn-to-layout area delta: 152%

Logic synthesis
  – Top cells by area: ha_1 (37%), fa_1 (15%), xnor2_1 (13%), inv_1 (11%), a21oi_2 (6.4%)
  – Syn Inst Count: 16
  – Yosys stat chip area: 136 um^2
  – Yosys cell types: 9
  – Post-synthesis cell area: 136 um^2
  – Top cell area share: 0.367
  – Avg Synthesized Cell Area: 8.52 um^2
  – Sequential share of the synthesized area: 0
  – Ys cells: 16
  – Synth Warn #: 0
  – Synth area leader: ha_1

Pwr
  – Final Power: 0.0000760 W
  – Power density cells: 221 mW/mm^2
  – IR Drop Worst-Case VDD: 0.0000356 V
  – Leak Pwr: 0.138 nW

Timing
  – Fin crit period: 1.84 ns
  – Pins Over Slew Limit: 0
  – Final Hold Fails: 0
  – RSZ-0062 raised after global routing: false
  – Fmax: 544 MHz
  – Tightest Pin Transition: 0.146 ns
  – Period utilization: 0.968
  – Max_slew headroom: 0.902
  – Number of setup violations in the final report: 0

Run status
  – Outcome: finished clean

Run
  – Tool warning count: 32
  – Max-cap check violation count: 0
-- cells in the mapped netlist --
cell / instances
nand2b_1: 1
ha_1: 4
o21ai_0: 1
xnor2_1: 2
fa_1: 1
inv_1: 4
a21oi_2: 1
nor2b_1: 1
a21o_1: 1
-- metrics by stage --
step	hold slack (ns)	TNS (ns)	worst slack (ns)
floorplan	0.832	0	0.349
global placement	1.81	-2.48	-0.720
detailed placement	1.80	-2.56	-0.780
CTS	1.40	0	0.0106
global route	1.39	0	0.0107
finish	1.35	0	0.0603
-- cell usage in the layout (no fill, tap or decap) --
master and count:
nor2b_2 1, ha_1 1, inv_1 2, nand2b_1 1, buf_6 1, buf_2 1
xnor2_1 2, clkbuf_2 2, fa_2 1, a21oi_2 1, o21ai_1 1, buf_4 1
clkdlybuf4s50_1 3, dlygate4sd2_1 5, a21o_1 1, ha_4 3, inv_2 2
-- where the power goes --
group / total, W / internal (W) / switching (W)
logic: 0.0000760 / 0.0000492 / 0.0000268
registers: 0 / 0 / 0
clock network: 0 / 0 / 0
-- layout make-up --
| type | instances | area, um^2 | area share |
|---|---|---|---|
| repair buffers | 13 | 108 | 0.313 |
| inverters | 4 | 15.0 | 0.0436 |
| well taps | 46 | 57.6 | 0.167 |
| multi-input cells | 12 | 164 | 0.476 |
-- worst max path at each step --
stage,endpoint,cells past startpoint
global route,y[2],6
finish,y[1],6
CTS,y[4],7
-- critical path, cell delays in order --
cell	delay, ns
buf_4	0.10
ha_4	0.13
inv_2	0.04
fa_2	0.54
inv_1	0.03
dlygate4sd2_1	0.23
-- per-layer routing --
layer | vias to the layer above | GRT usage | routed length (um)
met2 | 11 | 0.0201 | 168
met1 | 68 | 0.0205 | 245
met3 | 0 | 0.0136 | 133
met4 | 0 | 0 | 0
li1 | 77 | - | -
met5 | - | 0 | 0
-- cell families after synthesis --
group                    after synthesis  synth area share
XOR/XNOR                               2             0.128
AND-OR/OR-AND                          3             0.156
adder cells (fa/ha/maj)                5             0.514
AND/OR/NAND/NOR                        2            0.0918
buffers and inverters                  4             0.110
-- timing repair --
action,4_1_cts,5_1_grt
gates resized,27,6
endpoints found under the setup margin,5,1
pin swaps,6,3
gates cloned,0,0
Power figures rest on the tool's default switching activity, not on a simulated workload.
